`flow/design.v`:
```
module Imm_Gen(
    data_i,
    data_o
    );
input   [32-1:0] data_i;  
output  [64-1:0] data_o;
reg     [64-1:0] data_o;
always @* begin
	if((data_i[6:0] == 7'b0010011) || (data_i[6:0] == 7'b0000011)) data_o = {{52{data_i[31]}},data_i[31:20]};  
	else if (data_i[6:0] == 7'b0100011) data_o = {{52{data_i[31]}},data_i[31:25],data_i[11:7]};  
    else if (data_i[6:0] == 7'b1100011) data_o = {{52{data_i[31]}},{data_i[31],data_i[7],data_i[30:25],data_i[11:8]}};  
    else data_o = {{32{data_i[31]}},data_i};
end
endmodule
```
`flow/config.mk`:
```
export PLATFORM = sky130hd
export DESIGN_NAME = Imm_Gen
export DESIGN_NICKNAME = Imm_Gen
export VERILOG_FILES = /design/flow/design.v
export SDC_FILE = /design/flow/constraint.sdc
export NUM_CORES = 4
export LEC_CHECK = 1
export CORE_AREA = 10 10 77 77
export DIE_AREA = 0 0 87 87
```
`flow/constraint.sdc`:
```
current_design Imm_Gen

set clk_period 5.3
set clk_io_pct 0.2

create_clock -name clk0 -period $clk_period

set non_clock_inputs [all_inputs -no_clocks]
set_input_delay [expr $clk_period * $clk_io_pct] -clock clk0 $non_clock_inputs
set_output_delay [expr $clk_period * $clk_io_pct] -clock clk0 [all_outputs]
```
`flow/run.sh`:
```
#!/bin/bash
# OpenROAD 26Q1-2900-gdf79404cd8, Yosys 0.63+post, stock flow scripts
make -C /OpenROAD-flow-scripts/flow DESIGN_CONFIG=/design/flow/config.mk WORK_HOME=/design/flow/orfs finish
```
==> highlights.md <==
• **result of the run** finished, final reports clean
• **largest non-sequential cell family by area** AND-OR/OR-AND gates
• **via count of the first global-routing pass** 1161
• **fp_density** 21.3%
• **mean routed wirelength per cell** 16.9 um
• **Sw Pwr** 36.1 uW
• **Pint** 83.8 uW
• **combined flip-flop and latch cell area** 0 um2
• **delay contributed by the slowest stage of the critical path** 0.71 ns
• **CP Data Arrival Time** 3.37 ns
• **simple share** 17.7%
• **cell type with the largest total area after synthesis** buf_4
• **wire length after detailed routing** 3950 um
• **timing-limited maximum frequency** 226 MHz
• **number of clock buffer instances in the layout** 0
• **overflow left after global routing** 0
• **critical path's slowest cell** and4_1
• **antenna violations before repair** 0
• **most used standard cell by instance count after synthesis** buf_4
• **CP Data Required Time** 4.24 ns
• **Max Slew Vio Count** 0
• **series of cell instances along the critical path** clkdlybuf4s50_1 > nand2_1 > and4_1 > a21o_1 > clkdlybuf4s50_1
• **largest voltage drop on the vdd net** 29.2 uV
• **met1 track demand over resource in global routing** 11.1%
• **hold crit path type** input port to output pin
• **Cell Area, Placed** 0.00167 mm2
• **area fraction in xor and xnor cells** 0%
• **gr usage total** 9.49%
• **Mean Syn Cell Area** 7.37 um2
• **Via-to-Cell Ratio** 4.61
• **biggest fanout along the worst timing path** 20
• **reported leakage power** 0.690 nW
• **area fraction in compound gates** 43.0%
• **Port-buffer cells** 96
• **fraction of power spent switching nets** 30.1%
• **height of the chip** 87 um
• **number of detailed-routing iterations run before antenna repair** 4
• **sequential cell fraction of total power** 0%
• **1st-iter DRT viols** 57
• **Synth Seq Share** 0%
• **number of distinct library cells after synthesis** 35
• **Boundary Pins** 96
• **layer carrying the most global-route usage** met2
• **top-area cell type share of the netlist area** 28.3%
• **MaxCap Viol Count** 0
• **DRC viols** 0
• **Syn Std Cell Area** 928 um2
• **buffers inserted during post-CTS setup optimization** 0
• **kind of start point of the critical path** input port
• **maximum number of pins on one net before global-route repair** 35
• **post-route ant nets** 0
• **post-layout instance count excluding filler cells** 233
• **Yosys chip area** 928 um2
• **multiplexer fraction of the synthesized cell area** 3.37%
• **chip width** 87 um
• **WS Path Type** input port to output pin
• **met3 global-route usage** 6.51%
• **shortest clock period the worst path allows after layout** 4.43 ns
• **pre-CTS setup slack** 0.865 ns
• **antenna fix cells** 0
• **actual transition at the worst max-transition pin** 0.720 ns
• **half-perimeter wire length of the detailed placement result** 3190 um
• **Fin Setup TNS** 0 ns
• **Top cell by count, worst path** clkdlybuf4s50_1
• **setup repair after global routing missed its margin** no
• **Hold Startpoint** data_i[16]
• **synthesis-to-layout area growth** 79.8%
• **yosys warns** 1
• **smallest setup slack after layout** 0.866 ns
• **# resized after CTS** 0
• **number of OpenROAD warnings** 32
• **largest cells by area after synthesis** buf_4, a21o_1, a2111oi_2
• **crit end category** output pin
• **fraction of layout instances using a drive strength above 1** 8.29%
• **pwr dens** 71.9 mW/mm2
• **worst slack on hold paths** 3.07 ns
• **number of setup violations in the final report** 0
• **cell count after placement** 233
• **worst hold endpoint** data_o[16]
• **via count** 1073
• **crit share post-route** 83.7%
• **yosys cell count** 126
• **top cells by instance count after synthesis** buf_4, a21o_1, a21oi_1
• **Max transition margin** 52.0%
• **Gate Count Post-Synth** 126
• **Core Footprint** 0.00435 mm2
• **first-pass GRT wire length** 5930 um
• **sequential cell count** 0
• **Non-Filler Cell Area, Final** 0.00167 mm2
• **area of the chip** 0.00757 mm2
• **count of hold buffers inserted by post-cts repair** 0
• **endpoints failing hold** 0
• **global routing usage on met2** 14.4%
• **fraction of the mapped netlist area in adder cells** 0%
• **share of power burned in the clock network** 0%
• **num rows** 24
• **final weighted congestion in routability-driven placement** 0.866
• **combinational share of power** 100.0%
• **WHS Path Cells** 3
==> final cells by class <==
| cell class | count | area (um2) |
|---|---|---|
| timing repair buffer | 100 | 991 |
| multi-input combinational | 76 | 594 |
| tap | 52 | 65.1 |
| fill | 440 | 2690 |
| inverter | 5 | 18.8 |
==> worst max path at each step <==
stage	from	to	cells past startpoint
finish	data_i[4]	data_o[30]	5
global route	data_i[4]	data_o[20]	5
CTS	data_i[4]	data_o[20]	5
==> power groups by stage <==
stage         clock network, mW  logic, mW  registers (mW)
finish                        0      0.120               0
CTS                           0      0.123               0
global route                  0      0.132               0
==> placed cells by master, fill, tap and decap left out, types with 2 or more instances in the layout <==
cell type,Yosys,final
a2111oi_2,4,4
a21o_1,20,20
a21oi_1,7,7
a31oi_1,3,3
buf_4,35,4
clkdlybuf4s50_1,0,96
inv_1,5,5
mux2i_1,2,2
nand2_1,3,3
nand2b_1,4,4
nor3_1,2,2
nor4_1,4,4
o21a_1,2,2
o2bb2ai_1,3,3
o32ai_1,4,4
==> critical path, delay by kind of cell <==
kind	cells	cell delay (ns)
and+or+nand+nor	2	1.02
buffers and inverters	2	1.14
AOI/OAI and AO/OA	1	0.15
==> cell families after synthesis <==
logic type             after synthesis
AOI/OAI and AO/OA                   50
buffers and inverters               50
muxes                                3
and+or+nand+nor                     23
==> layer usage <==
metal  part of all wire (%)  up-vias  wire length [um]
li1                       -      540                 -
met1                     39      465              1520
met2                     43       64              1680
met3                     18        4               703
met4                   0.91        0                36
met5                      0        -                 0
==> stage by stage <==
stage | total power [mW] | utilization (%)
2_1_floorplan | 0.0453 | -
3_3_place_gp | 0.122 | 38.3
3_5_place_dp | 0.121 | 38.3
4_1_cts | 0.123 | 38.3
5_1_grt | 0.132 | 38.3
6_report | 0.120 | 38.3
Power and IR drop assume default switching activity.
