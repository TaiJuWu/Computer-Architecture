<file path="flow/run.sh">
#!/bin/bash
# OpenROAD 26Q1-2900-gdf79404cd8, Yosys 0.63+post, stock flow scripts
make -C /OpenROAD-flow-scripts/flow DESIGN_CONFIG=/design/flow/config.mk WORK_HOME=/design/flow/orfs finish
</file>
<file path="flow/config.mk">
export PLATFORM = sky130hd
export DESIGN_NAME = ALU
export DESIGN_NICKNAME = ALU
export VERILOG_FILES = /design/flow/design.v
export SDC_FILE = /design/flow/constraint.sdc
export NUM_CORES = 4
export LEC_CHECK = 1
export CORE_UTILIZATION = 30
</file>
<file path="flow/constraint.sdc">
current_design ALU

set clk_period 36.8
set clk_io_pct 0.2

create_clock -name clk0 -period $clk_period

set non_clock_inputs [all_inputs -no_clocks]
set_input_delay [expr $clk_period * $clk_io_pct] -clock clk0 $non_clock_inputs
set_output_delay [expr $clk_period * $clk_io_pct] -clock clk0 [all_outputs]
</file>
<file path="flow/design.v">
module ALU(
    src1_i,
	src2_i,
	ctrl_i,
	result_o,
	zero_o
	);
input  [64-1:0]  src1_i;
input  [64-1:0]	 src2_i;
input  [4-1:0]   ctrl_i;
output [64-1:0]	 result_o;
output           zero_o;
reg    [64-1:0]  result_o;
wire             zero_o;
wire	[64-1:0]	tmp;
assign zero_o = (result_o == 64'd0);
assign tmp = src1_i - src2_i;
always@(*) 
begin
	case (ctrl_i)
		4'b0000:  
			result_o = src1_i & src2_i;
		4'b0001:  
			result_o = src1_i | src2_i;
		4'b0010:  
			result_o = $signed(src1_i) + $signed(src2_i);
		4'b0110:  
			result_o = $signed(src1_i) - $signed(src2_i);
		4'b0111:  
			result_o = {63'd0 ,tmp[64-1]};
		default: 
			result_o = 64'd1;
	endcase
end
endmodule
</file>
==> results_dict.tcl <==
# metrics dict for downstream scripts
set metrics [dict create \
    syn_avg_cell_area_um2 6.85 \
    flops 0 \
    post-dp-hpwl_um 34100 \
    whs_path_depth 4 \
    cts_setup_buffers 0 \
    area_leaders "ha_1 30%, xnor2_1 8.0%, inv_1 7.1%" \
    drt_first_iter_violations 869 \
    port_buffers 197 \
    slew_viol_final 0 \
    final_util 0.372 \
    hold_viol_final 0 \
    drc 0 \
    cp-startpoint "src2_i[4]" \
    ys_cells 1542 \
    track_usage 0.221 \
    hp-start "ctrl_i[0]" \
    max_freq_ghz 0.0440 \
    wl_per_cell_um 18.7 \
    yosysTopAreaCell "ha_1" \
    die-width_um 190 \
    drv_cap 0 \
    post-place-ws_ps 14190 \
    dr.pass1.iters 7 \
    period_used_share 0.617 \
    yosys_area_um2 10600 \
    placementRows 68 \
    leakagePower_nw 5.88 \
    cts.hold.buffers_added 0 \
    antenna_found_initial 1 \
    io-pin-count 197 \
    warnings 159 \
    seqCellArea_um2 0 \
    finalSetupViolCount 0 \
    layout-area-overhead-vs-synth_pct 21.7 \
    worstPathRequired_ps 29440 \
    syn_inst 1542 \
    vias 11400 \
    peakVddDrop_uv 5.29 \
    worst_setup_path_end_kind "primary output" \
    top_area_frac 0.301 \
    ys_seq_frac 0 \
    fp_util 0.305 \
    power_density_nw_per_um2 14.3 \
    antenna_cells 0 \
    hold_path.class "input port to primary output" \
    cp_max_fo 8 \
    layout-drive-gt1-share 0.0244 \
    yosysUniqueCellTypes 84 \
    worstMarginPinSlew_ps 909 \
    antenna_left 0 \
    via_per_inst 5.32 \
    fin_tns_setup_ps 0 \
    dieHeight_um 190 \
    critPathLaunchType "input port" \
    crit_type "input port to primary output" \
    nFillCells 3619 \
    wl_um 40000 \
    period_needed_ps 22720 \
    hold_end "result_o[1]" \
    setup_slack_ps 14080 \
    grt_pass1_vias 10900 \
    rsz0062_at_grt "no" \
    grt_max_degree 51 \
    clkbuf_count 0 \
    yosysWarnings 1 \
    synth_area_um2 10600 \
    slew_headroom 0.386 \
    die_area_um2 36000 \
    combGateArea_um2 9490 \
    core_area_um2 34600 \
    gr-total-overflow 0 \
    status "finished, final reports clean" \
    gp_congestion 0.970 \
    cp.arrival_ps 15360 \
    post_cts_resized 0 \
    grt_pass1_wl_um 61300 \
]
==> worst max path at each step <==
stage	endpoint	cells past startpoint
finish	zero_o	23
global route	zero_o	23
CTS	zero_o	23
==> cells in the mapped netlist (6+ instances only) <==
cell and instances:
o21bai_1 9, a2111oi_0 6, a41oi_1 6, a31oi_1 15, xor2_1 19, nand2_1 134, inv_1 201, o31ai_1 17
o21a_1 7, a211oi_1 12, a21o_1 34, clkbuf_1 59, a21oi_1 122, or4_1 11, o211ai_1 9, mux2i_1 27
o21ai_1 17, nor2b_1 13, nand3_1 17, or3_1 13, nor3_1 28, xnor2_1 97, ha_1 254, o22ai_1 35
nor2_1 97, nor4_1 24, nand4_1 36, o41ai_1 6, o21ai_0 96, nand2b_1 9
==> worst max-delay path, cell delays in order <==
cell and delay [ps]:
clkdlybuf4s50_1 510, nor4_2 540, nand2_1 120, or4b_1 640, nor3_1 230, buf_4 170, nand3_1 260, o31ai_1 770
xnor2_1 140, ha_1 440, and2_1 240, nand3_1 190, or3_1 430, o21ai_0 290, nor2_1 110, nand2_1 110
xor2_1 80, a2111oi_0 430, or4bb_1 510, or4b_1 480, or4_1 560, nor4b_2 230, clkdlybuf4s50_1 490
==> stage by stage <==
step / total power, W / cell area (um2) / std cells / hold WS [ps]
3_5_place_dp: 0.000182 / 12900 / 2134 / 15740
6_report: 0.000184 / 12900 / 2134 / 15730
4_1_cts: 0.000183 / 12900 / 2134 / 15740
2_1_floorplan: 0.000113 / 10600 / 1542 / 14890
5_1_grt: 0.000203 / 12900 / 2134 / 15790
3_3_place_gp: 0.000182 / 12900 / 2134 / 15760
==> per-layer routing <==
metal	share of wire	GRT usage
met4	0.034	0.0685
met5	0.00033	0
met3	0.060	0.0186
met1	0.45	0.308
met2	0.45	0.360
==> cells in the final DEF, fill, tap and decap left out, types with 15 or more instances in the layout <==
master,Yosys,final
ha_1,254,254
inv_1,201,201
clkdlybuf4s50_1,0,196
nand2_1,134,134
a21oi_1,122,122
nor2_1,97,97
xnor2_1,97,97
o21ai_0,96,96
nand4_1,36,36
o22ai_1,35,35
a21o_1,34,34
nor3_1,28,27
mux2i_1,27,27
nor4_1,24,24
xor2_1,19,19
nand3_1,17,17
o31ai_1,17,17
o21ai_1,17,17
a31oi_1,15,15
==> power breakdown <==
| part | total [W] | internal, W | switching [W] |
|---|---|---|---|
| logic | 0.000184 | 0.0000795 | 0.000105 |
| clock network | 0 | 0 | 0 |
| registers | 0 | 0 | 0 |
==> final cells by class <==
cell class | count | share of cell area
inverter | 201 | 0.0586
multi-input combinational | 1270 | 0.738
timing repair buffer | 208 | 0.160
tap | 455 | 0.0443
==> kinds of logic after synthesis <==
| group | synth area share |
|---|---|
| buffers and inverters | 0.103 |
| XOR/XNOR | 0.0987 |
| multiplexers | 0.0256 |
| AND-OR/OR-AND | 0.263 |
| AND/OR/NAND/NOR | 0.206 |
| adder cells (fa/ha/maj) | 0.303 |
No activity file was given, so power comes from the tool's default toggle rates.
